<file path="flow/design.v">
`timescale 1ns / 1ps
module decoder(input enable, input [3:0]addr_in, output [15:0]addr_out);
assign addr_out[0]=(!addr_in[3])&(!addr_in[2])&(!addr_in[1])&(!addr_in[0])&enable; 
assign addr_out[1]=(!addr_in[3])&(!addr_in[2])&(!addr_in[1])&(addr_in[0])&enable; 
assign addr_out[2]=(!addr_in[3])&(!addr_in[2])&(addr_in[1])&(!addr_in[0])&enable; 
assign addr_out[3]=(!addr_in[3])&(!addr_in[2])&(addr_in[1])&(addr_in[0])&enable; 
assign addr_out[4]=(!addr_in[3])&(addr_in[2])&(!addr_in[1])&(!addr_in[0])&enable; 
assign addr_out[5]=(!addr_in[3])&(addr_in[2])&(!addr_in[1])&(addr_in[0])&enable; 
assign addr_out[6]=(!addr_in[3])&(addr_in[2])&(addr_in[1])&(!addr_in[0])&enable;
assign addr_out[7]=(!addr_in[3])&(addr_in[2])&(addr_in[1])&(addr_in[0])&enable; 
assign addr_out[8]=(addr_in[3])&(!addr_in[2])&(!addr_in[1])&(!addr_in[0])&enable; 
assign addr_out[9]=(addr_in[3])&(!addr_in[2])&(!addr_in[1])&(addr_in[0])&enable; 
assign addr_out[10]=(addr_in[3])&(!addr_in[2])&(addr_in[1])&(!addr_in[0])&enable; 
assign addr_out[11]=(addr_in[3])&(!addr_in[2])&(addr_in[1])&(addr_in[0])&enable; 
assign addr_out[12]=(addr_in[3])&(addr_in[2])&(!addr_in[1])&(!addr_in[0])&enable; 
assign addr_out[13]=(addr_in[3])&(addr_in[2])&(!addr_in[1])&(addr_in[0])&enable; 
assign addr_out[14]=(addr_in[3])&(addr_in[2])&(addr_in[1])&(!addr_in[0])&enable; 
assign addr_out[15]=(addr_in[3])&(addr_in[2])&(addr_in[1])&(addr_in[0])&enable;
endmodule
</file>
<file path="flow/run.sh">
#!/bin/bash
# OpenROAD 26Q1-2900-gdf79404cd8, Yosys 0.63+post, stock flow scripts
make -C /OpenROAD-flow-scripts/flow DESIGN_CONFIG=/design/flow/config.mk WORK_HOME=/design/flow/orfs finish
</file>
<file path="flow/config.mk">
export PLATFORM = sky130hd
export DESIGN_NAME = decoder
export DESIGN_NICKNAME = decoder
export VERILOG_FILES = /design/flow/design.v
export SDC_FILE = /design/flow/constraint.sdc
export NUM_CORES = 4
export LEC_CHECK = 1
export CORE_AREA = 10 10 70 70
export DIE_AREA = 0 0 80 80
</file>
<file path="flow/constraint.sdc">
current_design decoder

set clk_period 1.5
set clk_io_pct 0.2

create_clock -name clk0 -period $clk_period

set non_clock_inputs [all_inputs -no_clocks]
set_input_delay [expr $clk_period * $clk_io_pct] -clock clk0 $non_clock_inputs
set_output_delay [expr $clk_period * $clk_io_pct] -clock clk0 [all_outputs]
</file>
==> GITHUB_STEP_SUMMARY <==
### Metrics collected by this job

| Metric | Value |
|---|---|
| Util after Layout | `0.1388` |
| Area delta synth->final | `303.2%` |
| Max Fclk | `688.2 MHz` |
| Endpoints failing hold | `0` |
| FF+latch area | `0 um^2` |
| WL met1 | `392 um` |
| Final instance area | `474.2 um^2` |
| Pwr dens | `158.2 mW/mm^2` |
| Mapped cell area | `117.6 um^2` |
| Core Util at FP | `0.03443` |
| CORE AREA | `0.003416 mm^2` |
| Yosys chip area | `117.6 um^2` |
| Vias in the first global route | `295` |
| Cell count in the Yosys report | `23` |
| Final worst-path cycle share | `0.9687` |
| Unrepaired setup endpoints after global routing | `no` |
| Clk pwr share | `0` |
| Critical Path RT | `1.20 ns` |
| Via density | `2.673` |
| Global-route wire length before repair | `1593 um` |
| Sw Pwr | `0.03452 mW` |
| DIE HEIGHT | `80 um` |
| CP Class | `primary input to output port` |
| Antenna Cells | `0` |
| Min Hold Slack | `0.9538 ns` |
| Final ANT Viol Nets | `0` |
| IO Pins | `21` |
| Placed insts | `91` |
| Status | `finished clean` |
| Yosys warnings | `0` |
| Residual DRC | `0` |
| # hold bufs at CTS | `0` |
| Final setup TNS | `0 ns` |
| # rows | `21` |
| Comb power frac | `1.000` |
| Vias | `270` |
| DR top layer | `met3` |
| Finished Layout Cells | `101` |
| First DRT Iteration DRCs | `7` |
| Flop count | `0` |
| Initial antenna violation count | `0` |
| Avg WL per Cell | `10.08 um` |
| Maximum fanout along the worst path | `4` |
| Pins Over Slew Limit | `0` |
| Post-DP Area | `392.9 um^2` |
| HP Class | `primary input to output port` |
| Internal | `0.04050 mW` |
| Seq pwr share | `0` |
| Pleak | `0.2273 nW` |
| Total track usage | `0.03094` |
| Detailed placer's ending HPWL | `827.3 um` |
| Met2 wire length | `404 um` |
| Met3 WL | `222 um` |
| Worst rel slew slack | `0.8574` |
| Yosys cell types | `8` |
| RD Place Congestion | `0.7598` |
| Setup-failing EPs final | `0` |
| Critical-path cell list | `buf_8 -> or3b_4 -> buf_4 -> nor2_1 -> buf_2` |
| Maxcap violations | `0` |
| Slew @ Worst Pin | `0.2139 ns` |
| Drt pass-1 iters | `3` |
| Cells after synthesis | `23` |
| Final WS setup | `0.04693 ns` |
| Chip area | `0.006400 mm^2` |
| Buffers plus inverters on the worst setup path | `3` |
| Largest net degree at the start of global routing | `8` |
| Worst Setup End Kind | `output port` |
| Pre-CTS WS | `-0.6014 ns` |
| Power Total | `0.07501 mW` |
| Cell family with most CP delay | `simple AND/OR/NAND/NOR gates` |
| Worst path slowest cell | `or3b_4` |
| Critical path arrival | `1.15 ns` |
| Grt total ovfl | `0` |
| Max incr delay on CP | `0.42 ns` |
| Worst VDD drop | `24.21 uV` |
| Layout cells sized above 1 | `0.6727` |
| Input/output buffers | `21` |
| Post-synthesis average cell area | `5.114 um^2` |
| Switching Fraction | `0.4601` |
| Tmin final | `1.453 ns` |
| Log Warnings | `33` |
| Die W | `80 um` |
| Synth Seq Share | `0` |
| Drt total wl | `1018 um` |
| CP Launch Type | `primary input` |
| Clock Buffer Count | `0` |
repair_timing:
item | CTS | global route
gates resized | 68 | 10
setup endpoints to repair | 16 | 12
pin swaps | 15 | 2
setup buffers | 11 | 0
worst paths after layout:
| path | startpoint | endpoint | cells past startpoint |
|---|---|---|---|
| worst max-delay path | addr_in[0] | addr_out[4] | 5 |
| worst min-delay path | addr_in[3] | addr_out[0] | 3 |
cells by family after synthesis:
group	share of synthesized area
AND/OR/NAND/NOR	0.9998
cell usage in the layout, fill, tap and decap left out:
cell	count
nand2b_4	1
nand3b_1	2
buf_2	10
dlygate4sd2_1	7
nor3_4	1
clkbuf_2	1
nand2_2	1
buf_4	9
nand3_4	1
buf_8	1
nor2_1	7
nand2b_1	1
nor3_2	3
buf_6	3
or3b_4	1
clkdlybuf4s15_1	1
nor2_2	5
per-layer routing:
| metal | global-route usage | up-vias |
|---|---|---|
| met1 | 0.03494 | 114 |
| met3 | 0.02727 | 0 |
| li1 | - | 143 |
| met2 | 0.04575 | 13 |
| met5 | 0 | - |
| met4 | 0 | 0 |
synthesized netlist by cell type:
master,n,share of area
nand3b_1,2,0.13
nor3_2,1,0.085
nand2b_1,2,0.11
or3b_4,1,0.096
nor2_1,12,0.38
nor3_1,3,0.13
nand3_1,1,0.043
nand2_1,1,0.032
power groups by stage:
stage / Combinational [mW] / Sequential [mW] / Clock (mW)
4_1_cts: 0.0718 / 0 / 0
5_1_grt: 0.0816 / 0 / 0
6_report: 0.0750 / 0 / 0
layout make-up:
type | instances | area (um^2)
fill | 395 | 2942
timing repair buffer | 32 | 242.7
tap | 46 | 57.56
multi-input combinational | 23 | 173.9
Power is estimated from default activity; no workload was simulated.
